`flow/design.v`:
```
module data_bus_controller (data_bus, fft_data_in, fir_data_in, fft_data_out, fir_data_out, to_fft_empty, to_fft_full, from_fft_empty, from_fft_full, to_fir_empty, to_fir_full, from_fir_empty, from_fir_full, data_to_fft, data_from_fft, data_to_fir, data_from_fir, fft_enable, fir_enable, fft_put_req, fft_get_req, fir_put_req, fir_get_req, ram_read_enable, ram_write_enable, clk, reset);
inout [31:0] data_bus;
input [31:0] fft_data_in, fir_data_in;
input to_fft_empty, to_fft_full, from_fft_empty, from_fft_full, to_fir_empty, to_fir_full, from_fir_empty, from_fir_full, fft_enable, fir_enable, clk, reset;
output [31:0] fft_data_out, fir_data_out;
output data_to_fft, data_from_fft, data_to_fir, data_from_fir, fft_put_req, fft_get_req, fir_put_req, fir_get_req, ram_read_enable, ram_write_enable;
reg data_to_fft, data_from_fft, data_to_fir, data_from_fir, fft_put_req, fft_get_req, fir_put_req, fir_get_req, ram_read_enable, ram_write_enable;
always @(*)
begin
	if (fft_enable)
	begin
		case ({to_fft_empty, to_fft_full, from_fft_empty, from_fft_full})
		4'b0000: {data_to_fft, data_from_fft} <= 2'b01;
		4'b0001: {data_to_fft, data_from_fft} <= 2'b01;
		4'b0010: {data_to_fft, data_from_fft} <= 2'b10;
		4'b0100: {data_to_fft, data_from_fft} <= 2'b01;
		4'b0101: {data_to_fft, data_from_fft} <= 2'b01;
		4'b0110: {data_to_fft, data_from_fft} <= 2'b00;
		4'b1000: {data_to_fft, data_from_fft} <= 2'b10;
		4'b1001: {data_to_fft, data_from_fft} <= 2'b01;
		4'b1010: {data_to_fft, data_from_fft} <= 2'b10;
		endcase
		data_to_fir <= 0;
		data_from_fir <= 0;
		if (data_to_fft == 1)
		begin
			{fft_put_req, fft_get_req} <= 2'b10;
			{ram_read_enable, ram_write_enable} <= 2'b10;
		end
		else if (data_from_fft == 1)
		begin
			{fft_put_req, fft_get_req} <= 2'b01;
			{ram_read_enable, ram_write_enable} <= 2'b01;
		end
		else
		begin
			{fft_put_req, fft_get_req} <= 2'b00;
			{ram_read_enable, ram_write_enable} <= 2'b00;
		end
	end
	else if (fir_enable)
	begin
		case ({to_fir_empty, to_fir_full, from_fir_empty, from_fir_full})
		4'b0000: {data_to_fir, data_from_fir} <= 2'b01;
		4'b0001: {data_to_fir, data_from_fir} <= 2'b01;
		4'b0010: {data_to_fir, data_from_fir} <= 2'b10;
		4'b0100: {data_to_fir, data_from_fir} <= 2'b01;
		4'b0101: {data_to_fir, data_from_fir} <= 2'b01;
		4'b0110: {data_to_fir, data_from_fir} <= 2'b00;
		4'b1000: {data_to_fir, data_from_fir} <= 2'b10;
		4'b1001: {data_to_fir, data_from_fir} <= 2'b01;
		4'b1010: {data_to_fir, data_from_fir} <= 2'b10;
		endcase
		data_to_fft <= 0;
		data_from_fft <= 0;
		if (data_to_fir == 1)
		begin
			{fir_put_req, fir_get_req} <= 2'b10;
			{ram_read_enable, ram_write_enable} <= 2'b10;
		end
		else if (data_from_fir == 1)
		begin
			{fir_put_req, fir_get_req} <= 2'b01;
			{ram_read_enable, ram_write_enable} <= 2'b01;
		end
		else
		begin
			{fir_put_req, fir_get_req} <= 2'b00;
			{ram_read_enable, ram_write_enable} <= 2'b00;
		end
	end
	else
	begin
		{data_to_fft, data_from_fft, data_to_fir, data_from_fir} <= 4'b0000;
		{fft_put_req, fft_get_req, fir_put_req, fir_get_req} <= 4'b0000;
		{ram_read_enable, ram_write_enable} <= 2'b00;
	end
end
	assign data_bus = (data_from_fft ? fft_data_in : {32'bZ});
	assign fft_data_out = (data_to_fft ? data_bus : {32'bZ});
	assign data_bus = (data_from_fir ? fir_data_in : {32'bZ});
	assign fir_data_out = (data_to_fir ? data_bus : {32'bZ});
endmodule
```
`flow/config.mk`:
```
export PLATFORM = sky130hd
export DESIGN_NAME = data_bus_controller
export DESIGN_NICKNAME = data_bus_controller
export VERILOG_FILES = /design/flow/design.v
export SDC_FILE = /design/flow/constraint.sdc
export NUM_CORES = 4
export LEC_CHECK = 1
export CORE_AREA = 10 10 79 79
export DIE_AREA = 0 0 89 89
```
`flow/constraint.sdc`:
```
current_design data_bus_controller

set clk_period 1.0
set clk_io_pct 0.2

create_clock -name clk0 -period $clk_period

set non_clock_inputs [all_inputs -no_clocks]
set_input_delay [expr $clk_period * $clk_io_pct] -clock clk0 $non_clock_inputs
set_output_delay [expr $clk_period * $clk_io_pct] -clock clk0 [all_outputs]
```
`flow/run.sh`:
```
#!/bin/bash
# OpenROAD 26Q1-2900-gdf79404cd8, Yosys 0.63+post, stock flow scripts
make -C /OpenROAD-flow-scripts/flow DESIGN_CONFIG=/design/flow/config.mk WORK_HOME=/design/flow/orfs finish
```
==> results_slide.txt <==
Physical Implementation Snapshot

Logic synthesis
  • Main flop type: dlxtn_1
  • EDFF count, synth: 0
  • Fraction of registers with async set/reset: 0%
  • Yosys Warn Count: 5
  • Seq cells post-synth: 8
  • # Cells Yosys: between 150 and 200
  • Unique masters post-synth: 19
  • Chip Area, Yosys: 1230 um^2

Status
  • Failed at: 1_2_yosys
  • Tool Error: ERROR: Found 32 problems in 'check -assert'.
  • Status: aborted with a tool error
## cell usage after synthesis, types with 2 or more instances
cell / n / share of area [%]
nor2_1: 2 / 0.61
a21oi_1: 2 / 0.81
buf_4: 128 / 78
and2_1: 2 / 1.0
nand2_1: 2 / 0.61
dlxtn_1: 8 / 9.7
## logic make-up after synthesis
logic type / count (synthesis) / share of synthesized area [%]
latches: 8 / 9.75
AOI/OAI and AO/OA: 7 / 4.26
and+or+nand+nor: 12 / 7.41
buffers and inverters: 130 / 78.6
