<file path="/design/flow/config.mk">
export PLATFORM = sky130hd
export DESIGN_NAME = addr_calc_top
export DESIGN_NICKNAME = addr_calc_top
export VERILOG_FILES = /design/flow/design.v
export SDC_FILE = /design/flow/constraint.sdc
export NUM_CORES = 4
export LEC_CHECK = 1
export CORE_UTILIZATION = 50
</file>
<file path="/design/flow/constraint.sdc">
current_design addr_calc_top

set clk_period 17.4
set clk_io_pct 0.2

create_clock -name clk0 -period $clk_period [get_ports {clk}]

set non_clock_inputs [all_inputs -no_clocks]
set_input_delay [expr $clk_period * $clk_io_pct] -clock clk0 $non_clock_inputs
set_output_delay [expr $clk_period * $clk_io_pct] -clock clk0 [all_outputs]
</file>
<file path="/design/flow/design.v">
module adder32b (a, b, clk, s);
	input [31:0] a;
	input [31:0] b;
	input clk;
	output [31:0] s;
	assign s = a + b;
endmodule
module addr_calc_top (offset, filesize, fft_enable, fir_enable, fft_read_pause, fir_read_pause, fft_write_pause, fir_write_pause, clk, addr, fft_read_done, fft_write_done, fir_read_done, fir_write_done);
    input [31:0] offset, filesize;
	input fir_enable, fft_enable, fft_read_pause, fir_read_pause, fft_write_pause, fir_write_pause, clk;
	output [31:0] addr;
	output fft_read_done, fft_write_done, fir_read_done, fir_write_done;
	wire [31:0] fft_read_addr, fft_write_addr, fir_read_addr, fir_write_addr;
	wire [31:0] filesize_plus;
	reg to_fft_go, from_fft_go, to_fir_go, from_fir_go;
assign filesize_plus = filesize + 1 ;
filt_address_calc fft_read_calc (.offset(offset), .filesize(filesize), .enable(fft_enable), .pause(fft_read_pause), .clk(clk), .addr(fft_read_addr), .done(fft_read_done));
filt_address_calc fft_write_calc (.offset(offset), .filesize(filesize), .enable(fft_enable), .pause(fft_write_pause), .clk(clk), .addr(fft_write_addr), .done(fft_write_done));
filt_address_calc fir_read_calc (.offset(offset), .filesize(filesize_plus), .enable(fir_enable), .pause(fir_read_pause), .clk(clk), .addr(fir_read_addr), .done(fir_read_done));
filt_address_calc fir_write_calc (.offset(offset), .filesize(filesize_plus), .enable(fir_enable), .pause(fir_write_pause), .clk(clk), .addr(fir_write_addr), .done(fir_write_done));
always @(*)
begin
	if (fft_enable)
	begin
		case ({fft_read_pause, fft_write_pause})
		2'b01: {to_fft_go, from_fft_go} <= 2'b10;
		2'b10: {to_fft_go, from_fft_go} <= 2'b01;
		2'b11: {to_fft_go, from_fft_go} <= 2'b00;
		endcase
		to_fir_go <= 0;
		from_fir_go <= 0;
	end
	else if (fir_enable)
	begin
		case ({fir_read_pause, fir_write_pause})
		2'b01: {to_fir_go, from_fir_go} <= 2'b10;
		2'b10: {to_fir_go, from_fir_go} <= 2'b01;
		2'b11: {to_fir_go, from_fir_go} <= 2'b00;
		endcase
		to_fft_go <= 0;
		from_fft_go <= 0;
	end
	else
	begin
		{to_fft_go, from_fft_go, to_fir_go, from_fir_go} <= 4'b0000;
	end
end
assign addr = (to_fft_go? fft_read_addr : {32'bZ});
assign addr = (from_fft_go? fft_write_addr : {32'bZ});
assign addr = (to_fir_go? fir_read_addr : {32'bZ});
assign addr = (from_fir_go? fir_write_addr : {32'bZ});
endmodule
module filt_address_calc (offset, filesize, enable, pause, clk, addr, done);
	input [31:0] offset, filesize;
	input enable, pause, clk;
	output [31:0] addr;
	output done;
	wire [31:0] count;
	counter1 counter (.filesize(filesize),.enable(enable), .pause(pause), .clk(clk),.count(count), .done(done));
	adder32b adder (.a(offset), .b(count), .clk(clk), .s(addr));
endmodule
module counter1 (filesize,enable,pause,clk,count,done);
        input [31:0] filesize;
        input enable, clk, pause;
        output [31:0] count;
        output done;
reg[31:0] count;
reg done;
always @(posedge clk)
begin
        if (enable)
        begin
                if (count != filesize-1)
                begin
                        if (!pause)
                        begin
                                if (count == 0)
                                begin
                                        count <= 1;
                                        done <= 0;
                                end else
                                begin
                                        done <= 0;
                                        count <= count + 1;
                                end
                        end else
                        begin
                                count <= count;
                                done <= 0;
                        end
                end else
                begin
                        count <= count;
                        done <= 1;
                end
        end else
        begin
                count <= 0;
                done <= 0;
        end
end
endmodule
</file>
<file path="/design/flow/run.sh">
#!/bin/bash
# OpenROAD 26Q1-2900-gdf79404cd8, Yosys 0.63+post, stock flow scripts
make -C /OpenROAD-flow-scripts/flow DESIGN_CONFIG=/design/flow/config.mk WORK_HOME=/design/flow/orfs finish
</file>
==> flow_summary.rst <==
Run summary
-----------

.. list-table::
   :header-rows: 1

   * - Metric
     - Value
   * - Outcome
     - finished clean
   * - Synthesized cell area
     - 12,100 um2
   * - Sequential share of the synthesized area
     - 21.9%
   * - Number of logged tool warnings
     - 30
   * - Post-CTS Setup Bufs
     - 0
   * - Number of optimization iterations in the first detailed-route pass
     - 5
   * - Setup repair after global routing missed its margin
     - no
   * - Number of global-route vias before repair
     - 11,300
   * - Half-perimeter wire length after placement
     - 31.4 mm
   * - DRC marker count from the first detailed-route iteration
     - 942
   * - Fin Clk Skew
     - 8.84 ps
   * - Post-layout min period
     - 10,470 ps
   * - Non-filler cells in the finished layout
     - 1,971
   * - Cell depth of the worst flop-to-flop path
     - 9
   * - CP startpoint
     - offset[2]
   * - Post-synthesis register bit count
     - 132
   * - Relative area change from synthesis to final layout
     - 14.4%
   * - Die Wd
     - 157 um
   * - Yosys stat cell total
     - 1,587
   * - Post-cts hold-fix buffer tally
     - 0
   * - Maximum frequency from static timing analysis
     - 95.5 MHz
   * - Synthesized chip area reported by yosys
     - 12,100 um2
   * - Longest Clk Path Bufs
     - 2
   * - Hold Path Stages
     - 2
   * - Remaining antenna violation count after routing
     - 0
   * - Highest routing layer actually used
     - met4
   * - Category of the worst setup path launch point
     - input pin
   * - Fin Setup TNS
     - 0 ps
   * - Average cell area after synthesis
     - 7.61 um2
   * - Clock tree root buffer cell
     - clkbuf_16
   * - Input/output buffers
     - 106
   * - Register-to-register setup slack
     - 13,520 ps
   * - Detailed-route wire length on metal 1
     - 17.4 mm
   * - Clock tree from TritonCTS
     - yes
   * - Final count of hold timing violations
     - 0
   * - Headroom to the max-slew limit
     - 44.7%
   * - EDFF count, synth
     - 0
   * - Floorplan die height
     - 157 um
   * - Source of the worst hold timing path
     - fir_read_calc.counter.count[22]
   * - Final-report setup violation count
     - 0
   * - Insertion delay of the later-clocked pin in the worst-skew pair
     - 420 ps
   * - Worst-case hold path end point
     - fir_read_calc.counter.count[22]
   * - Clock transition at path regs
     - 60 ps
   * - Number of I/O pins
     - 107
   * - Power density over the cells
     - 57.1 nW/um2
   * - Detailed route wirelength on metal3
     - 2.51 mm
   * - Placed cells
     - 1,937
   * - Fp util
     - 51.2%
   * - Leakage power summed over all cells
     - 4.88 nW
   * - Number of resized instances in the post-cts repair step
     - 0
   * - Pin count of the biggest net entering global routing
     - 53
   * - Clock sink count
     - 132
   * - Slew at the pin closest to its max-slew limit
     - 823 ps
   * - Classification of the worst-slack hold path
     - register to register
   * - Worst-path cell with the longest stage delay
     - o41ai_1
   * - Maximum capacitance violations
     - 0
   * - Dominant synthesized flop cell
     - dfxtp_1
   * - Post-synth ARST share
     - 0%
   * - Highest ir drop seen on vdd
     - 55.4 uV
   * - Worst path cell trace
     - clkdlybuf4s50_1, ha_1, nand4_1, a21oi_1, nor4_1, o2111ai_1, a21oi_1, o31ai_1, a31oi_1, o41ai_1, xnor2_1, clkdlybuf4s50_1
   * - Source of the worst register-to-register timing path
     - fft_read_calc.counter.count[22]
   * - Peak per-stage delay on the critical path
     - 550 ps
   * - Post-Syn Instances
     - 1,587
   * - Total detailed-routing wirelength
     - 41.0 mm
   * - Maximum level of the CTS H-tree
     - 4
   * - Count of different cell masters after synthesis
     - 83
   * - Final critical-path share of the clock period
     - 60.1%
   * - GRT Overall Usage
     - 34.1%
   * - Average vias per placed instance
     - 6.26
   * - Routed wirelength normalized by instance count
     - 20.8 um
   * - Slew Limit Fails
     - 0
   * - Total vias in the final route
     - 12,300
   * - Highest net fanout along the worst path
     - 3
   * - Share of layout cells above drive strength 1
     - 5.76%
   * - Reg-to-reg endpoint
     - fft_read_calc.counter.count[17]
   * - Number of antenna violations at the first check in global routing
     - 0
   * - Met2 Wirelength
     - 19.0 mm
   * - Total congestion overflow after global routing
     - 0
   * - Critical path start-end classification
     - input pin to output pin
   * - Die area
     - 24,800 um2
   * - Wire length of the first global-routing pass
     - 62.6 mm
   * - Number of buffers created by CTS
     - 17
   * - Placeable Area
     - 23,600 um2
   * - Critical Path Sink Type
     - output pin
   * - Drc violations
     - 0
   * - Row cnt
     - 56
   * - Number of warnings printed during yosys synthesis
     - 38
   * - Placer's final routability congestion estimate
     - 1.00
   * - Arrival time of data at the critical path endpoint
     - 6990 ps
   * - Critical path required time
     - 13,920 ps
worst max path at each step:
| stage | end | slack, ps | depth (start not counted) |
|---|---|---|---|
| 4_1_cts | addr[29] | 6920 | 12 |
| 5_1_grt | addr[29] | 6720 | 12 |
| 6_report | addr[29] | 6930 | 12 |
layout make-up:
cell class,count,area (um2)
diodes,2,5.00
clock inverters,14,130
clock buffers,18,439
inverters,48,180
repair buffers,122,1180
flip-flops and latches,132,2640
fillers,2166,9800
well taps,319,399
multi-input cells,1316,8840
registers in the layout (all words and copies together), names as in the netlist:
| signal | count |
|---|---|
| fft_read_calc.counter.count | 32 |
| fft_write_calc.counter.count | 32 |
| fir_read_calc.counter.count | 32 |
| fir_write_calc.counter.count | 32 |
| fft_read_calc.counter.done | 1 |
| fft_write_calc.counter.done | 1 |
| fir_read_calc.counter.done | 1 |
| fir_write_calc.counter.done | 1 |
cells in the final DEF, fill, tap and decap left out, types with 12 or more instances in the layout:
| cell | Yosys | layout |
|---|---|---|
| xnor2_1 | 136 | 136 |
| clkbuf_16 | 0 | 17 |
| nand2_1 | 113 | 113 |
| a21o_1 | 19 | 19 |
| buf_4 | 3 | 16 |
| nand3b_1 | 15 | 15 |
| ha_1 | 67 | 67 |
| nor2_1 | 144 | 144 |
| or3_1 | 43 | 43 |
| nor4_1 | 46 | 46 |
| dfxtp_1 | 132 | 132 |
| and3_1 | 44 | 44 |
| o31ai_1 | 21 | 21 |
| nor3_1 | 44 | 44 |
| nor2b_1 | 19 | 19 |
| xor2_1 | 67 | 67 |
| o21ai_1 | 17 | 17 |
| a31oi_1 | 15 | 14 |
| a21oi_1 | 99 | 99 |
| nand2b_1 | 16 | 16 |
| o22ai_1 | 12 | 12 |
| inv_1 | 47 | 47 |
| nand4_1 | 63 | 63 |
| clkdlybuf4s50_1 | 0 | 106 |
| or4_1 | 29 | 29 |
| nand3_1 | 62 | 62 |
| o21ai_0 | 51 | 51 |
critical path: cells and delay by family:
| kind | cells | cell delay [ps] |
|---|---|---|
| xor+xnor | 1 | 180 |
| buf+inv | 2 | 930 |
| compound gates | 6 | 1830 |
| simple gates | 2 | 270 |
| fa+ha+maj | 1 | 310 |
stage by stage:
| stage | utilization, % | setup slack [ps] | hold WS, ps | area, um2 | total power, mW |
|---|---|---|---|---|---|
| after floorplan | - | 8500 | 485 | 12100 | 0.388 |
| after global placement | 56.1 | 6930 | 514 | 13200 | 0.441 |
| after detailed placement | 56.1 | 6920 | 529 | 13200 | 0.441 |
| after CTS | 58.5 | 6920 | 537 | 13800 | 0.793 |
| after global routing | 58.5 | 6720 | 565 | 13800 | 0.816 |
| final | 58.5 | 6930 | 537 | 13800 | 0.789 |
report_power, final:
part	switching (mW)	internal [mW]	leakage, nW	total (mW)
sequential	0.00287	0.303	1.06	0.306
clock	0.151	0.201	0.254	0.352
combinational	0.0729	0.0570	3.56	0.130
total	0.227	0.562	4.88	0.789
cell usage after synthesis (5+ instances only):
master	instances	share of area, %
nor2_1	144	4.5
xnor2_1	136	9.9
dfxtp_1	132	22
nand2_1	113	3.5
a21oi_1	99	4.1
ha_1	67	6.9
xor2_1	67	4.9
nand4_1	63	3.3
nand3_1	62	2.6
clkbuf_1	57	1.8
o21ai_0	51	2.1
inv_1	47	1.5
nor4_1	46	2.4
and3_1	44	2.3
nor3_1	44	1.8
or3_1	43	2.2
or4_1	29	1.8
buf_2	21	0.87
o31ai_1	21	1.3
a21o_1	19	1.2
nor2b_1	19	0.98
o21ai_1	17	0.70
nand2b_1	16	0.83
a31oi_1	15	0.78
nand3b_1	15	0.93
o22ai_1	12	0.62
or2_2	10	0.52
and4_1	9	0.65
a31o_2	8	0.58
and2_1	8	0.41
nor3b_1	8	0.50
o31a_1	7	0.51
buf_6	6	0.56
mux2i_1	6	0.50
nor4b_1	6	0.44
o2111ai_1	6	0.44
o311a_1	6	0.50
a2111oi_0	5	0.36
nor4_2	5	0.52
o41ai_1	5	0.36
or4_4	5	0.47
cell families (layout without fill, tap and decap cells):
| kind of cell | after synthesis | count (layout) | synth area share [%] |
|---|---|---|---|
| compound gates | 326 | 326 | 17.8 |
| buf+inv | 139 | 202 | 5.00 |
| other cells | 0 | 2 | 0 |
| simple gates | 708 | 708 | 32.3 |
| flops | 132 | 132 | 21.9 |
| xor+xnor | 206 | 206 | 15.3 |
| fa+ha+maj | 68 | 68 | 7.11 |
| mux | 8 | 8 | 0.684 |
metal layers:
layer | up-vias | GRT usage [%]
li1 | 5972 | -
met1 | 5750 | 46.0
met2 | 495 | 55.3
met3 | 114 | 3.81
met4 | 0 | 16.0
met5 | - | 0
Power and IR drop assume default switching activity.
