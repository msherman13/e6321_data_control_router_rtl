File: design.v
module counter1_4 (filesize,enable,pause,clk,count,done);
	input [31:0] filesize;
	input enable, clk, pause;
	output [31:0] count;
	output done;
reg[31:0] count;
reg done;
always @(posedge clk)
begin
	if (enable)
	begin
		if (count != filesize/4)
		begin
			if (!pause)
			begin
				if (count == 100000000)
				begin
					count <= 0;
					done <= 0;
				end else
				begin
					done <= 0;
					count <= count + 1;
				end
			end else
			begin
				count <= count;
			end
		end else
		begin
			count <= 100000000;
			done <= 1;
		end
	end else
	begin
		count <= 100000000;
		done <= 1;
	end
end
endmodule
File: run.sh
#!/bin/bash
# OpenROAD 26Q1-2900-gdf79404cd8, Yosys 0.63+post, stock flow scripts
make -C /OpenROAD-flow-scripts/flow DESIGN_CONFIG=/design/flow/config.mk WORK_HOME=/design/flow/orfs finish
File: config.mk
export PLATFORM = sky130hd
export DESIGN_NAME = counter1_4
export DESIGN_NICKNAME = counter1_4
export VERILOG_FILES = /design/flow/design.v
export SDC_FILE = /design/flow/constraint.sdc
export NUM_CORES = 4
export LEC_CHECK = 1
export CORE_AREA = 10 10 114 114
export DIE_AREA = 0 0 124 124
File: constraint.sdc
current_design counter1_4

set clk_period 10.1
set clk_io_pct 0.2

create_clock -name clk0 -period $clk_period [get_ports {clk}]

set non_clock_inputs [all_inputs -no_clocks]
set_input_delay [expr $clk_period * $clk_io_pct] -clock clk0 $non_clock_inputs
set_output_delay [expr $clk_period * $clk_io_pct] -clock clk0 [all_outputs]
==> impl_metrics.py <==
# Flow results
metrics = {
    "outcome": {
        "status": "finished clean",
    },
    "synthesis": {
        "syn-cell-area_sq_um": 2131,
        "synthMuxAreaShare_pct": 0,
        "ys_sh_adder_pct": 1.174,
        "synthXorXnorAreaFrac_pct": 25.84,
        "syn_avg_cell_area_sq_um": 9.145,
        "ys_types": 35,
        "logic_family": "simple AND/OR/NAND/NOR gates",
        "ys_seq_share_pct": 31.00,
        "ys.warnings.count": 1,
        "synth_chip_area_sq_um": 2131,
        "ys.flops": 33,
        "synthCells": 233,
        "aoi_share_pct": 8.925,
        "ys_cells": 233,
        "synth.cellmix.simpleShare_pct": 26.66,
    },
    "grt": {
        "grt_first_pass_wirelength_mm": 10.21,
        "antenna_found_initial": 0,
        "grt_max_degree": 34,
        "grt.overflow.total": 0,
        "grt_usage_pct": 8.569,
        "grt_pass1_vias": 1814,
    },
    "drt": {
        "wl_per_cell_um": 15.48,
        "ant_nets": 0,
        "routed_via_density": 4.343,
        "drt_iter0_markers": 93,
        "wirelength_mm": 6.639,
        "drc": 0,
        "drt_pre_antenna_iters": 4,
        "dr_total_vias": 1863,
        "antenna_cells": 0,
    },
    "critical_path": {
        "worstPathArrival_ns": 4.41,
        "cp-start-kind": "input port",
        "worstPathRequired_ns": 10.32,
        "path_class": "in -> reg",
        "cp_max_fo": 33,
        "endpoint_kind": "register",
    },
    "sta": {
        "timing.fmax_mhz": 238.7,
        "setup_viol": 0,
        "tns_ns": 0,
        "finalClockSkew_ns": 0.003910,
        "min_period_over_period_pct": 41.48,
        "max_slew_margin_pct": 36.43,
        "hold_viol": 0,
        "tightest_slew_ns": 0.9457,
        "drv_slew": 0,
        "finalCriticalPeriod_ns": 4.190,
        "rsz0062_at_grt": "no",
    },
    "layout": {
        "stdcell_area_sq_um": 2954,
        "area_growth_pct": 38.64,
        "mostFrequentLayoutCells": "65 x clkdlybuf4s50_1, 38 x xnor2_1, 33 x dfxtp_1, 21 x nor2_1, 19 x nand4_1",
        "postLayoutCoreUtil_pct": 28.36,
        "layout_top_cell": "clkdlybuf4s50_1",
        "drive_above_1_share_pct": 12.97,
    },
    "die": {
        "die_area_sq_um": 15380,
        "die_y_um": 124,
        "fp.coreArea_sq_um": 10420,
        "fp-utilization_pct": 20.46,
        "die_width_um": 124,
        "rows": 37,
        "io_pins": 68,
    },
    "clock_network": {
        "cts_tree": "done",
        "clock-sinks": 33,
        "h-tree-depth": 2,
        "cts_root_buf": "clkbuf_8",
        "clk_transition_reported_paths_ns": 0.07,
        "clockBufferDepth": 2,
        "cts_resized": 0,
        "clkLatencyLatePin_ns": 0.29,
        "cts_buffers": 5,
        "cts_setup_buffers": 0,
        "hold_buffers": 0,
    },
    "job": {
        "max_cap_viol_count": 0,
        "warnings": 28,
    },
    "placement": {
        "place.gp.congestion": 0.8662,
        "io_buffer_count": 65,
        "dp_hpwl_mm": 5.152,
        "postPlaceCellArea_sq_um": 2853,
    },
    "pwr": {
        "p_leak_nw": 0.9504,
        "max-vdd-ir-drop_mv": 0.06507,
        "power_density_nw_per_um2": 137.6,
    },
    "hold_path": {
        "min_path_type": "reg -> reg",
    },
}
per-stage QoR:
| step | instances | setup WS [ns] | power (mW) | hold slack [ns] |
|---|---|---|---|---|
| after floorplan | 233 | 6.453 | 0.2422 | 0.4157 |
| after global placement | 421 | 5.598 | 0.2999 | 0.4522 |
| after detailed placement | 421 | 5.635 | 0.3008 | 0.4563 |
| after CTS | 429 | 5.924 | 0.4114 | 0.4761 |
| after global routing | 429 | 5.889 | 0.4337 | 0.4949 |
| final | 429 | 5.910 | 0.4066 | 0.4735 |
power by group:
group | switching (mW) | internal [mW] | total [mW] | leakage, nW
logic | 0.0549 | 0.0728 | 0.128 | 0.628
clock network | 0.0486 | 0.0616 | 0.110 | 0.0542
registers | 0.0256 | 0.143 | 0.169 | 0.268
final timing paths:
path	from	end	slack [ns]	cells after the start
setup / recovery	filesize[18]	count[26]	5.91	7
hold / removal	done	done	0.47	1
setup reg to reg	count[13]	count[26]	7.63	6
hold reg to reg	done	done	0.47	1
Yosys cell counts:
master	instances	share of area, %
clkbuf_1	5	0.88
buf_4	1	0.35
and4_1	3	1.2
or2_2	1	0.29
nor2_1	21	3.7
nor2_2	7	2.1
and3_1	2	0.59
or4_1	4	1.4
buf_1	1	0.18
inv_1	6	1.1
a21oi_2	3	1.2
xnor2_2	2	1.5
nor3_1	5	1.2
or4_4	1	0.53
dfxtp_1	33	31
nand3_1	11	2.6
nand4_1	19	5.6
xnor2_4	1	1.3
nand2_1	11	1.9
or3_1	1	0.29
o21bai_1	2	0.70
o21bai_2	10	5.3
xor2_1	18	7.4
ha_1	2	1.2
nand2b_1	1	0.29
nand3b_1	2	0.70
xnor2_1	38	16
buf_6	7	3.7
a21o_2	1	0.41
buf_2	1	0.23
nor4b_1	2	0.82
o41ai_4	1	1.3
nand4b_1	2	0.82
nor4_1	7	2.1
nor4_2	1	0.59
critical path, cell delays in order:
cell             delay, ns
clkdlybuf4s50_1       0.41
xnor2_1               0.31
nand4_1               0.17
or4_4                 0.57
o41ai_4               0.34
buf_4                 0.39
o21bai_2              0.18
per-layer routing:
metal  GRT usage [%]  vias up  part of all wire [%]
li1                -      926                     -
met4           2.014        0                   2.4
met5               0        -                     0
met1           11.16      875                    41
met3           2.847       10                   8.3
met2           13.54       52                    48
cell families (layout without fill, tap and decap cells):
group,after synthesis,in the layout
AND-OR/OR-AND,17,17
XOR/XNOR,59,59
adder cells (fa/ha/maj),2,2
buffers and inverters,21,81
flip-flops,33,33
AND/OR/NAND/NOR,101,101
cell type report:
class / count / area [sq um]
Timing Repair Buffer: 67 / 665.6
Fill cell: 1079 / 7462
Clock buffer: 7 / 96.34
Inverter: 6 / 22.52
Tap cell: 136 / 170.2
Multi-Input combinational cell: 179 / 1334
Sequential cell: 33 / 660.6
Clock inverter: 1 / 5.005
flip-flops by register name (all words and copies together), names as in the netlist:
| name | cells |
|---|---|
| done | 1 |
| count | 32 |
Power figures rest on the tool's default switching activity, not on a simulated workload.
