## /design/flow/config.mk

```make
export PLATFORM = sky130hd
export DESIGN_NAME = fft_out_address_calc
export DESIGN_NICKNAME = fft_out_address_calc
export VERILOG_FILES = /design/flow/design.v
export SDC_FILE = /design/flow/constraint.sdc
export NUM_CORES = 4
export LEC_CHECK = 1
export CORE_UTILIZATION = 30
```

## /design/flow/constraint.sdc

```tcl
current_design fft_out_address_calc

set clk_period 9.4
set clk_io_pct 0.2

create_clock -name clk0 -period $clk_period [get_ports {clk}]

set non_clock_inputs [all_inputs -no_clocks]
set_input_delay [expr $clk_period * $clk_io_pct] -clock clk0 $non_clock_inputs
set_output_delay [expr $clk_period * $clk_io_pct] -clock clk0 [all_outputs]
```

## /design/flow/design.v

```verilog
module fft_out_address_calc (offset, filesize, enable, pause, clk, addr, done);
	input [31:0] offset, filesize;
	input enable, pause, clk;
	output [31:0] addr;
	output done;
	wire [31:0] count;
	counter2 counter (.filesize(filesize),.enable(enable), .pause(pause), .clk(clk),.count(count), .done(done));
	adder32b adder (.a(offset), .b(count), .clk(clk), .s(addr));
endmodule
module counter2 (filesize,enable,pause,clk,count,done);
	input [31:0] filesize;
	input enable, clk, pause;
	output [31:0] count;
	output done;
reg[31:0] count;
reg done;
always @(posedge clk)
begin
	if (enable)
	begin
		if (count != filesize*2)
		begin
			if (!pause)
			begin
				if (count == 0)
				begin
					count <= 1;
					done <= 0;
				end else
				begin
					done <= 0;
					count <= count + 1;
				end
			end else
			begin
				count <= count;
				done <= 0;
			end
		end else
		begin
			count <= count;
			done <= 1;
		end
	end else
	begin
		count <= 0;
		done <= 0;
	end
end
endmodule
module adder32b (a, b, clk, s);
	input [31:0] a;
	input [31:0] b;
	input clk;
	output [31:0] s;
	assign s = a + b;
endmodule
```

## /design/flow/run.sh

```bash
#!/bin/bash
# OpenROAD 26Q1-2900-gdf79404cd8, Yosys 0.63+post, stock flow scripts
make -C /OpenROAD-flow-scripts/flow DESIGN_CONFIG=/design/flow/config.mk WORK_HOME=/design/flow/orfs finish
```

==> changes_impl.md <==
### Changed

* Top cells, area: dfxtp_1 (17%), ha_1 (11%), xor2_1 (9.2%)
* Final Instance Count excl. Fillers at 772
* Crit path DRT at 7520 ps
* CTS tree: done
* Top-Level Pins at 100
* Top-area cell share at between 15 and 20%
* Synth area leader: dfxtp_1
* Setup TNS at 0 ps
* YS chip area at between 3000 and 4000 um^2
* Number of antenna diodes at 0
* Max-slew violation count at 0
* CTS Sinks at 33
* Hold_buf cts at 0
* Flops after synth at 33
* Syn_area_per_cell at approximately 7.4 um^2
* H-Tree Depth at 2
* Number of antenna violations at the first check in global routing at 0
* Post-route minimum period at about 7200 ps
* Yosys stat cell total at 518
* Endpoint class of the critical path: output pin
* Status: complete, no violations
* RSZ-0062 raised after global routing: false
* Clock transition at path regs at approximately 50 ps
* Placed Area at 4930 um^2
* Proportion of layout cells with a drive suffix above 1 at 4.14%
* Worst slew pin tran at 764 ps
* Remaining Overflow, GRT at 0
* Cts repair resizes at 0
* Clock skew at roughly 4.5 ps
* Fin. Hold Viols at 0
* Starting Density at 31.3%
* First-pass GRT wire length at 18.7 mm
* Power Density at approximately 80 nW/um^2
* Register share after synthesis at 17.3%
* Die Y at ~110 um
* GPL Wtd Cong at ~0.96
* Setup violators final at 0
* Unique masters post-synth at approximately 59
* Critical path fanouts, max at 3
* Vias in the first global route at 3,815
* Placed wire-length estimate at around 9.2 mm
* VDD IR max at slightly above 0.06 mV
* ANT nets after route at 0
* Dpl cells at about 760
* Area of the core at 12,200 um^2
* DRT iter0 DRCs at 273
* Clock root buffer: clkbuf_16
* Synth Flop Type: dfxtp_1
* # DRC at 0
* Area grow syn2layout at 33.3%
* Lkg Pwr at between 2 and 2.5 nW
* Arr. time, crit path at between 5000 and 6000 ps
* Die W at around 110 um
* Max_cap viols at 0
* Largest net degree at the start of global routing at 30
* Tightest Hold Check Type: reg2reg
* OpenROAD warning count at 27
* Setup bufs post-CTS at 0
* Final Cell Area at 5090 um^2
* Flip-flops with a built-in enable at 0
* Late-Pin Clk Latency at approximately 280 ps
* Async set or reset register ratio after synthesis at 0%
* Slew Limit Headroom at between 40% and 50%
* Gr usage total at a little under a fifth
* Site row count at ~40
* Design Power at around 0.41 mW
* DR vias at ~4,200
* Total Wirelength at between 10 and 15 mm
* Critical path type: in2out
* Iteration tally of the first detailed-router pass at 4
* Die ar. at ~13,000 um^2
* Achievable Freq at 138 MHz
* Period utilisation layout at roughly three quarters
* Wire per inst at between 10 and 15 um
* Cts bufs inserted at 5
* Yosys warning total at 1
* CTS max path bufs at 2
* Startpoint types: primary input
* DR vias/cell at between 5 and 6
* Syn Inst Count at approximately 520
* Mapped Area at between 3000 and 4000 um^2
* IO buf count at approximately 98
[sequential cells by signal, indices dropped and copies added, names as in the netlist]
register,cells
counter.count,32
counter.done,1
[placed cells by master, fill, tap and decap left out, types with 17 or more instances in the layout]
cell             instances
o21ai_0                 40
nor2_1                  38
or3_1                   17
a21oi_1                 57
dfxtp_1                 33
nand2_1                 30
xor2_1                  40
xnor2_1                 23
ha_1                    33
clkdlybuf4s50_1         98
nand3_1                 21
[routing by layer]
| layer | share of wire (%) | wire (um) | up-vias | track usage (%) |
|---|---|---|---|---|
| met5 | 0 | 0 | - | 0 |
| met1 | 46 | 5320 | 1873 | 26.1 |
| met2 | 44 | 5040 | 169 | 28.1 |
| met4 | 2.6 | 300 | 0 | 4.16 |
| li1 | - | - | 2090 | - |
| met3 | 7.3 | 837 | 21 | 3.49 |
[worst paths after layout]
kind | slack, ps | cells after the start | startpoint | endpoint
max reg2reg | 6670 | 8 | counter.count[1] | counter.count[30]
min reg2reg | 570 | 2 | counter.count[22] | counter.count[22]
max | 2180 | 11 | offset[0] | addr[30]
min | 570 | 2 | counter.count[22] | counter.count[22]
[cell families after synthesis]
group | count (synthesis) | synth area share, %
AND/OR/NAND/NOR | 189 | 27.3
AND-OR/OR-AND | 160 | 25.4
XOR/XNOR | 63 | 14.5
buffers and inverters | 39 | 4.20
adder cells (fa/ha/maj) | 34 | 11.3
flip-flops | 33 | 17.3
[area by class of cell]
class                           instances  area [um^2]
Timing Repair Buffer                  101         1000
Clock buffer                            7          153
Tap cell                              168          210
Multi-Input combinational cell        446         3000
Fill cell                            1209         7120
Sequential cell                        33          661
Clock inverter                          1         5.00
Inverter                               16         60.1
[cells in the mapped netlist (3+ instances only)]
master and instances:
inv_1 16, a21o_1 16, o31ai_1 4, o211ai_1 6
a211oi_1 4, and4_1 3, nand3_1 21, nand2b_1 10
or4_1 4, nor2_1 38, a31oi_1 5, ha_1 33
o21bai_1 4, or3_1 17, o21a_1 7, nor3_1 9
nand2_1 30, nor2b_1 5, nand4_1 13, clkbuf_1 12
nor4_1 15, xnor2_1 23, buf_2 10, xor2_1 40
o21ai_0 40, a21oi_1 57, or3b_2 3, dfxtp_1 33
[critical path, cell delays in order]
cell	delay [ps]
clkdlybuf4s50_1	400
ha_1	220
fa_1	430
a211oi_1	340
o211ai_1	170
a31oi_1	360
nor3_1	130
o31ai_1	560
o41ai_1	200
xor2_1	170
clkdlybuf4s50_1	480
[per-stage QoR]
step / hold slack [ps] / utilization (%) / setup WS, ps
6_report: 572 / 41.7 / 2180
5_1_grt: 607 / 41.7 / 1950
4_1_cts: 573 / 41.7 / 2160
3_5_place_dp: 569 / 40.4 / 2180
3_3_place_gp: 565 / 40.4 / 2210
2_1_floorplan: 506 / - / 3690
[power by group]
group	total [mW]	internal, mW	switching [mW]	leakage [nW]
registers	0.142	0.141	0.00109	0.266
clock network	0.170	0.112	0.0577	0.0799
logic	0.0965	0.0572	0.0393	1.68
No activity file was given, so power comes from the tool's default toggle rates.
